**flow/run.sh**
```bash
#!/bin/bash
# OpenROAD 26Q1-2900-gdf79404cd8, Yosys 0.63+post, stock flow scripts
make -C /OpenROAD-flow-scripts/flow DESIGN_CONFIG=/design/flow/config.mk WORK_HOME=/design/flow/orfs finish
```
**flow/design.v**
```verilog
package cvw;
typedef struct packed {
  int           XLEN;      
  logic         IEEE754;   
  int           MISA;      
  int           AHBW;      
  int           RAM_LATENCY;  
  logic         BURST_EN;  
  logic         ZICSR_SUPPORTED;
  logic         ZIFENCEI_SUPPORTED;
  logic [11:0]  COUNTERS;
  logic         ZICNTR_SUPPORTED;
  logic         ZIHPM_SUPPORTED;
  logic         ZFH_SUPPORTED;
  logic         ZFA_SUPPORTED;
  logic         SSTC_SUPPORTED;
  logic         VIRTMEM_SUPPORTED;
  logic         SVPBMT_SUPPORTED;
  logic         SVNAPOT_SUPPORTED;
  logic         SVINVAL_SUPPORTED;
  logic         SVADU_SUPPORTED;
  logic         SV32_SUPPORTED;
  logic         SV39_SUPPORTED;
  logic         SV48_SUPPORTED;
  logic         SV57_SUPPORTED;
  logic         VECTORED_INTERRUPTS_SUPPORTED;
  logic         BIGENDIAN_SUPPORTED;
  logic         ZMMUL_SUPPORTED;
  logic         ZICBOM_SUPPORTED;
  logic         ZICBOZ_SUPPORTED;
  logic         ZICBOP_SUPPORTED;
  logic         ZICCLSM_SUPPORTED;
  logic         ZICOND_SUPPORTED;
  logic         ZAAMO_SUPPORTED;
  logic         ZALRSC_SUPPORTED;
  logic         BUS_SUPPORTED;
  logic         DCACHE_SUPPORTED;
  logic         ICACHE_SUPPORTED;
  int           ITLB_ENTRIES;
  int           DTLB_ENTRIES;
  int           DCACHE_NUMWAYS;
  int           DCACHE_WAYSIZEINBYTES;
  int           DCACHE_LINELENINBITS;
  int           ICACHE_NUMWAYS;
  int           ICACHE_WAYSIZEINBYTES;
  int           ICACHE_LINELENINBITS;
  int           CACHE_SRAMLEN;
  int           IDIV_BITSPERCYCLE;
  logic         IDIV_ON_FPU;
  int           PMP_ENTRIES;
  int           PMP_G;  
  logic [63:0]  RESET_VECTOR;
  int           WFI_TIMEOUT_BIT;
  logic         DTIM_SUPPORTED;
  logic [63:0]  DTIM_BASE;
  logic [63:0]  DTIM_RANGE;
  logic         IROM_SUPPORTED;
  logic [63:0]  IROM_BASE;
  logic [63:0]  IROM_RANGE;
  logic         BOOTROM_SUPPORTED;
  logic [63:0]  BOOTROM_BASE;
  logic [63:0]  BOOTROM_RANGE;
  logic         BOOTROM_PRELOAD;
  logic         UNCORE_RAM_SUPPORTED;
  logic [63:0]  UNCORE_RAM_BASE;
  logic [63:0]  UNCORE_RAM_RANGE;
  logic         UNCORE_RAM_PRELOAD;
  logic         EXT_MEM_SUPPORTED;
  logic [63:0]  EXT_MEM_BASE;
  logic [63:0]  EXT_MEM_RANGE;
  logic         CLINT_SUPPORTED;
  logic [63:0]  CLINT_BASE;
  logic [63:0]  CLINT_RANGE;
  logic         GPIO_SUPPORTED;
  logic [63:0]  GPIO_BASE;
  logic [63:0]  GPIO_RANGE;
  logic         UART_SUPPORTED;
  logic [63:0]  UART_BASE;
  logic [63:0]  UART_RANGE;
  logic         PLIC_SUPPORTED;
  logic [63:0]  PLIC_BASE;
  logic [63:0]  PLIC_RANGE;
  logic         SDC_SUPPORTED;
  logic [63:0]  SDC_BASE;
  logic [63:0]  SDC_RANGE;
  logic         SPI_SUPPORTED;
  logic [63:0]  SPI_BASE;
  logic [63:0]  SPI_RANGE;
  logic         GPIO_LOOPBACK_TEST;
  logic         SPI_LOOPBACK_TEST;
  int           UART_PRESCALE ;
  int           PLIC_NUM_SRC;
  logic         PLIC_NUM_SRC_LT_32;
  int           PLIC_GPIO_ID;
  int           PLIC_UART_ID;
  int           PLIC_SPI_ID;
  int           PLIC_SDC_ID;
  logic                BPRED_SUPPORTED;
  logic [31:0]         BPRED_TYPE;
  int                  BPRED_NUM_LHR;
  int                  BPRED_SIZE;
  int                  BTB_SIZE;
  int                  RAS_SIZE;
  logic                INSTR_CLASS_PRED;  
  int           RADIX;
  int           DIVCOPIES;
  logic         ZBA_SUPPORTED;
  logic         ZBB_SUPPORTED;
  logic         ZBC_SUPPORTED;
  logic         ZBS_SUPPORTED;
  logic         ZCA_SUPPORTED;
  logic         ZCB_SUPPORTED;
  logic         ZCD_SUPPORTED;
  logic         ZCF_SUPPORTED;
  logic         ZBKB_SUPPORTED;
  logic         ZBKC_SUPPORTED;
  logic         ZBKX_SUPPORTED;
  logic         ZKND_SUPPORTED;
  logic         ZKNE_SUPPORTED;
  logic         ZKNH_SUPPORTED;
  logic         ZKN_SUPPORTED;
  logic         USE_SRAM;
  logic [1:0] M_MODE ;
  logic [1:0] S_MODE ;
  logic [1:0] U_MODE ;
  int VPN_SEGMENT_BITS;
  int VPN_BITS;
  int PPN_BITS;
  int PA_BITS;
  int SVMODE_BITS;
  int ASID_BASE;
  int ASID_BITS;
  logic [3:0] NO_TRANSLATE;
  logic [3:0] SV32;
  logic [3:0] SV39;
  logic [3:0] SV48;
  logic [3:0] SV57;
  logic A_SUPPORTED;
  logic B_SUPPORTED;
  logic C_SUPPORTED;
  logic D_SUPPORTED;
  logic E_SUPPORTED;
  logic F_SUPPORTED;
  logic I_SUPPORTED;
  logic M_SUPPORTED;
  logic Q_SUPPORTED;
  logic S_SUPPORTED;
  logic U_SUPPORTED;
  int LOG_XLEN;
  int PMPCFG_ENTRIES;
  int         Q_LEN;
  int         Q_NE;
  int         Q_NF;
  int         Q_BIAS;
  logic [1:0] Q_FMT;
  int         D_LEN;
  int         D_NE;
  int         D_NF;
  int         D_BIAS;
  logic [1:0] D_FMT;
  int         S_LEN;
  int         S_NE;
  int         S_NF;
  int         S_BIAS;
  logic [1:0] S_FMT;
  int         H_LEN;
  int         H_NE;
  int         H_NF;
  int         H_BIAS;
  logic [1:0] H_FMT;
  int         FLEN;
  int         LOGFLEN;
  int         NE  ;
  int         NF  ;
  logic [1:0] FMT ;
  int         BIAS;
  int         FPSIZES;
  int         FMTBITS;
  int         LEN1 ;
  int         NE1  ;
  int         NF1  ;
  logic [1:0] FMT1 ;
  int         BIAS1;
  int         LEN2 ;
  int         NE2  ;
  int         NF2  ;
  logic [1:0] FMT2 ;
  int         BIAS2;
  int CVTLEN;
  int LLEN;
  int LOGCVTLEN;
  int NORMSHIFTSZ;
  int LOGNORMSHIFTSZ;
  int FMALEN;
  int LOGR       ;
  int RK         ;
  int FPDUR      ;
  int DURLEN     ;
  int DIVb       ;
  int DIVBLEN    ;
  int INTDIVb    ;
} cvw_t;
endpackage
module clmul #(parameter WIDTH=32) (
  input  logic [WIDTH-1:0] X, Y,              
  output logic [WIDTH-1:0] ClmulResult);      
  logic [(WIDTH*WIDTH)-1:0] S;                
  integer i,j;
  always_comb begin
    for (i=0;i<WIDTH;i++) begin: outer
      S[WIDTH*i] = X[0] & Y[i];
      for (j=1;j<=i;j++) begin: inner
        S[WIDTH*i+j] = (X[j] & Y[i-j]) ^ S[WIDTH*i+j-1];
      end
      ClmulResult[i] = S[WIDTH*i+j-1];
    end
  end
endmodule
```
**flow/config.mk**
```make
export PLATFORM = sky130hd
export DESIGN_NAME = clmul
export DESIGN_NICKNAME = clmul
export VERILOG_FILES = /design/flow/design.v
export SDC_FILE = /design/flow/constraint.sdc
export NUM_CORES = 4
export LEC_CHECK = 1
export CORE_UTILIZATION = 40
```
**flow/constraint.sdc**
```tcl
current_design clmul

set clk_period 3.3
set clk_io_pct 0.2

create_clock -name clk0 -period $clk_period

set non_clock_inputs [all_inputs -no_clocks]
set_input_delay [expr $clk_period * $clk_io_pct] -clock clk0 $non_clock_inputs
set_output_delay [expr $clk_period * $clk_io_pct] -clock clk0 [all_outputs]
```
==> run_summary.xml <==
<?xml version="1.0" encoding="UTF-8"?>
<metrics>
  <group name="placed_design">
    <metric name="io_buffer_count" unit="">96</metric>
    <metric name="place.detailed.hpwl" unit="um">16900</metric>
    <metric name="post-place-ws" unit="ns">-0.232</metric>
    <metric name="gp_congestion" unit="">0.926</metric>
  </group>
  <group name="synth">
    <metric name="synth_sequential_area_ratio" unit="%">0</metric>
    <metric name="syn_area" unit="um^2">7030</metric>
    <metric name="top_area_cell" unit="">xnor2_1</metric>
    <metric name="post_synth.cell_area_avg" unit="um^2">6.25</metric>
    <metric name="synthCells" unit="">1124</metric>
    <metric name="synth_chip_area" unit="um^2">7030</metric>
    <metric name="yosys_cell_count" unit="">1124</metric>
    <metric name="ys.warnings.count" unit="">1</metric>
    <metric name="ys_types" unit="">9</metric>
    <metric name="post_synth_main_area_contributors" unit="">xnor2_1 (47%), nand2_1 (28%), xor2_1 (14%)</metric>
    <metric name="synth.top_cell.area_share" unit="%">47.3</metric>
  </group>
  <group name="drt">
    <metric name="drcViolationCount" unit="">0</metric>
    <metric name="via_count" unit="">8924</metric>
    <metric name="viasPerCell" unit="">5.73</metric>
    <metric name="postRouteWirelength" unit="um">35800</metric>
    <metric name="antenna_cells" unit="">0</metric>
    <metric name="drt_first_pass_iters" unit="">14</metric>
    <metric name="drt-wirelength-per-cell" unit="um">23.0</metric>
    <metric name="initialDrtViolationCount" unit="">1237</metric>
    <metric name="final_antenna_net_count" unit="">0</metric>
  </group>
  <group name="timing">
    <metric name="rsz0062_at_grt" unit="">true</metric>
    <metric name="final_period_minus_worst_setup_slack" unit="ns">3.27</metric>
    <metric name="hold_viol_final" unit="">0</metric>
    <metric name="timing.fmax" unit="GHz">0.306</metric>
    <metric name="timing.slew.headroom" unit="%">75.1</metric>
    <metric name="finalMaxSlewViolations" unit="">0</metric>
    <metric name="tightest_slew" unit="ns">0.370</metric>
    <metric name="worst_setup_slack_after_layout" unit="ns">0.0326</metric>
    <metric name="min_period_over_period" unit="%">99.0</metric>
    <metric name="setup-violations-final" unit="">0</metric>
    <metric name="holdWs" unit="ns">2.29</metric>
  </group>
  <group name="power">
    <metric name="leakagePower" unit="nW">4.87</metric>
    <metric name="peakVddDrop" unit="mV">0.189</metric>
    <metric name="power-per-cell-area" unit="nW/um^2">284</metric>
    <metric name="design_power_total" unit="mW">3.14</metric>
  </group>
  <group name="run_status">
    <metric name="run_status" unit="">completed</metric>
  </group>
  <group name="floorplanning">
    <metric name="coreArea" unit="um^2">17200</metric>
    <metric name="die_h" unit="um">135</metric>
    <metric name="floorplan.die_area" unit="um^2">18100</metric>
    <metric name="die_x" unit="um">135</metric>
    <metric name="placement_row_count" unit="">48</metric>
    <metric name="io-pin-count" unit="">96</metric>
    <metric name="initial_utilization" unit="%">40.8</metric>
  </group>
  <group name="critical_path">
    <metric name="critPathArrivalTime" unit="ns">2.61</metric>
    <metric name="critPathRequiredTime" unit="ns">2.64</metric>
    <metric name="critical_path.n_buffers_inverters" unit="">4</metric>
    <metric name="worstPathCellList" unit="">clkdlybuf4s15_2, bufbuf_16, buf_4, nand2_1, xnor2_1, xnor2_1, xnor2_1, xnor2_1, clkdlybuf4s50_1</metric>
    <metric name="cp_slowest_stage_delay" unit="ns">0.48</metric>
    <metric name="critPathMostFrequentCell" unit="">xnor2_1</metric>
    <metric name="end_kind" unit="">output port</metric>
    <metric name="cp_max_fo" unit="">7</metric>
    <metric name="timing.critical_path.from_type" unit="">primary input</metric>
    <metric name="crit_type" unit="">in2out</metric>
    <metric name="worst_path_dominant_cell_family" unit="">buffers and inverters</metric>
    <metric name="crit_path_top_delay_cell" unit="">clkdlybuf4s50_1</metric>
  </group>
  <group name="finish">
    <metric name="final.clkbuf_count" unit="">0</metric>
    <metric name="filler_cell_count" unit="">1257</metric>
    <metric name="nFlopsAndLatches" unit="">0</metric>
    <metric name="layout.area.comb" unit="um^2">6540</metric>
    <metric name="sequential_cell_area" unit="um^2">0</metric>
    <metric name="synthToLayoutAreaGrowth" unit="%">57.1</metric>
    <metric name="final_core_util" unit="%">64.1</metric>
    <metric name="drive_gt1_share" unit="%">21.4</metric>
  </group>
  <group name="min_path">
    <metric name="hold_crit_class" unit="">in2out</metric>
  </group>
  <group name="run">
    <metric name="cap_violations" unit="">0</metric>
    <metric name="tool_warnings" unit="">33</metric>
  </group>
  <group name="global_route">
    <metric name="vias_in_the_first_global_route" unit="">8238</metric>
    <metric name="grt_max_degree" unit="">16</metric>
    <metric name="antenna_found_initial" unit="">1</metric>
    <metric name="globalRouteTotalUtil" unit="%">39.4</metric>
    <metric name="global_route_wire_length_before_repair" unit="um">51500</metric>
    <metric name="global_route.overflow_total" unit="">0</metric>
  </group>
  <group name="cts">
    <metric name="postCtsHoldBufs" unit="">0</metric>
  </group>
</metrics>
synthesized netlist by cell type:
library cell / n
and2_1: 1
buf_2: 48
buf_4: 33
buf_6: 18
clkbuf_1: 1
nand2_1: 527
xnor2_1: 380
xnor2_2: 1
xor2_1: 115
cell usage in the layout (no fill, tap or decap):
cell type / netlist / layout
and2_1: 1 / 1
buf_12: 0 / 62
buf_16: 0 / 6
buf_2: 48 / 14
buf_4: 33 / 100
buf_6: 18 / 10
buf_8: 0 / 2
bufbuf_16: 0 / 33
clkbuf_2: 0 / 14
clkdlybuf4s15_1: 0 / 2
clkdlybuf4s15_2: 0 / 12
clkdlybuf4s18_2: 0 / 1
clkdlybuf4s50_1: 0 / 24
dlygate4sd2_1: 0 / 16
dlymetal6s2s_1: 0 / 13
nand2_1: 527 / 523
nand2_2: 0 / 4
xnor2_1: 380 / 357
xnor2_2: 1 / 24
xor2_1: 115 / 112
xor2_2: 0 / 3
cell families after synthesis:
logic type	Yosys count	synth area share, %
and+or+nand+nor	528	28.2
buffers and inverters	100	9.88
xor gates and xnor gates	496	61.9
metal layers:
metal	wire [um]	vias up	track usage [%]
met5	100	-	1.67
met4	3520	6	23.7
met3	6240	346	20.6
met2	13500	902	55.3
met1	12500	3938	47.1
li1	-	3732	-
power by group:
group	switching [mW]	total [mW]	leakage [nW]	internal (mW)
Sequential	0	0	0	0
Clock	0	0	0	0
Combinational	1.31	3.14	4.87	1.83
Total	1.31	3.14	4.87	1.83
worst paths after layout:
check / startpoint / end / slack, ns / cells past startpoint
max: Y[13] / ClmulResult[19] / 0.03 / 9
min: X[9] / ClmulResult[21] / 2.29 / 7
final cells by class:
type	instances	share of cell area [%]
multi-input cells	1024	59.2
repair buffers	309	38.2
well taps	225	2.55
through the flow:
stage	area (um^2)	setup TNS, ns	instances
after global routing	11000	-0.0571	1558
after global placement	9320	-4.72	1480
after floorplan	7030	0	1124
final	11000	0	1558
after detailed placement	9320	-4.76	1480
after CTS	10900	0	1551
what timing repair did:
| item | in CTS | in global routing |
|---|---|---|
| gates resized | 137 | 95 |
| cloned | 39 | 0 |
| endpoints found under the setup margin | 28 | 22 |
| pin swaps | 73 | 85 |
| buffers inserted | 32 | 7 |
Power is estimated from default activity; no workload was simulated.
